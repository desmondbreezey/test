===== design.v =====
module crossbar(
input  master_1_req, 
input  master_2_req, 
input  master_1_cmd, 
input  master_2_cmd, 
input  slave_1_ack, 
input  slave_2_ack, 
input [31:0] master_1_addr, 
input [31:0] master_2_addr, 
input [31:0] master_1_wdata, 
input [31:0] master_2_wdata, 
input [31:0] slave_1_rdata, 
input [31:0] slave_2_rdata,
output slave_1_req, 
output slave_2_req, 
output slave_1_cmd, 
output slave_2_cmd, 
output master_1_ack, 
output master_2_ack,
output [31:0] slave_1_addr, 
output [31:0] slave_2_addr, 
output [31:0] master_1_rdata, 
output [31:0] master_2_rdata,
output [31:0] slave_1_wdata,
output [31:0] slave_2_wdata
);
reg [31:0] slave_addr_regs [0:1];
reg slave_req_regs [0:1];
reg slave_cmd_regs [0:1];
reg master_ack_regs [0:1];
reg [31:0] slave_wdata_regs [0:1];
reg [31:0] master_rdata_regs [0:1];
always @*
begin
    if (master_1_addr[31] == master_2_addr[31]) begin 
	  slave_addr_regs[0] = master_1_addr;
	  slave_cmd_regs[0]  = master_1_cmd;
	  slave_req_regs[0]  = master_1_req;
	  slave_wdata_regs[0] = master_1_wdata;
	  master_ack_regs[0] = slave_1_ack;
	  master_rdata_regs[0] = slave_1_rdata;
	  slave_addr_regs[1] = master_2_addr; 
	  slave_cmd_regs[1]  = master_2_cmd;
	  slave_req_regs[1]  = master_2_req;
	  slave_wdata_regs[1] = master_2_wdata;
	  master_ack_regs[1] = slave_2_ack;
	  master_rdata_regs[1] = slave_2_rdata; 
	  end             
	   else begin
	  slave_addr_regs[master_1_addr[31]] = master_1_addr;
	  slave_cmd_regs[master_1_addr[31]]  = master_1_cmd;
	  slave_req_regs[master_1_addr[31]]  = master_1_req;
	  slave_wdata_regs[master_1_addr[31]] = master_1_wdata;
	  master_ack_regs[master_1_addr[31]] = slave_1_ack;
	  master_rdata_regs[master_1_addr[31]] = slave_1_rdata;
	  slave_addr_regs[master_2_addr[31]] = master_2_addr; 
	  slave_cmd_regs[master_2_addr[31]]  = master_2_cmd;
	  slave_req_regs[master_2_addr[31]]  = master_2_req;
	  slave_wdata_regs[master_2_addr[31]] = master_2_wdata;
	  master_ack_regs[master_2_addr[31]] = slave_2_ack;
	  master_rdata_regs[master_2_addr[31]] = slave_2_rdata;
	end
end
assign slave_1_req = slave_req_regs[0];
assign slave_2_req = slave_req_regs[1];
assign slave_1_cmd = slave_cmd_regs[0];
assign slave_2_cmd = slave_cmd_regs[1];
assign master_1_ack = master_ack_regs[0];
assign master_2_ack = master_ack_regs[1];
assign slave_1_addr = slave_addr_regs[0];
assign slave_2_addr = slave_addr_regs[1];
assign slave_1_wdata = slave_wdata_regs[0];
assign slave_2_wdata = slave_wdata_regs[1];
assign master_1_rdata = master_rdata_regs[0];
assign master_2_rdata = master_rdata_regs[1];
endmodule

===== run.sh =====
#!/bin/bash
# OpenROAD 26Q1-2900-gdf79404cd8, Yosys 0.63+post, stock flow scripts
make -C /OpenROAD-flow-scripts/flow DESIGN_CONFIG=/design/flow/config.mk WORK_HOME=/design/flow/orfs finish

===== config.mk =====
export PLATFORM = sky130hd
export DESIGN_NAME = crossbar
export DESIGN_NICKNAME = crossbar
export VERILOG_FILES = /design/flow/design.v
export SDC_FILE = /design/flow/constraint.sdc
export NUM_CORES = 4
export LEC_CHECK = 1
export CORE_AREA = 10 10 208 208
export DIE_AREA = 0 0 218 218

===== constraint.sdc =====
current_design crossbar

set clk_period 13.4
set clk_io_pct 0.2

create_clock -name clk0 -period $clk_period

set non_clock_inputs [all_inputs -no_clocks]
set_input_delay [expr $clk_period * $clk_io_pct] -clock clk0 $non_clock_inputs
set_output_delay [expr $clk_period * $clk_io_pct] -clock clk0 [all_outputs]

==> flow_summary.yaml <==
# yosys + openroad results
routing:
  vias: 4611
  ant_nets: 0
  drc: 0
  drt_iter0_markers: 103
  wl_per_cell_um: 16.6
  dr.pass1.iters: 4
  via_per_inst: 3.48
  wl_um: 21900
  antenna_cells: 0
final_timing:
  unclocked_pins: 198
  rsz0062_at_grt: "false"
  slew_headroom_pct: 35.8
  slew_violations: 0
  hold_viol: 0
  untimed_endpoints: 396
  fin_setup_tns_ns: 0
  fmax_mhz: 177
  setup_viol: 0
  worst_slew_pin_slew_ns: 0.962
floorplanning:
  die_x_um: 218
  die_h_um: 218
  rows: 72
  core_um2: 38700
  die-area_um2: 47500
  io_pins: 396
  initCoreUtil_pct: 14.2
status:
  status: "finished clean"
global_route:
  antenna_found_initial: 1
  grt_max_degree: 70
  overflow: 0
  grt_pass1_vias: 4755
  track_usage_pct: 8.64
  grt_pass1_wl_um: 31600
layout:
  drive_above_1_share_pct: 25.4
  regArea_um2: 2970
  logic_area_um2: 2380
  finalCoreUtilization_pct: 25.8
  fill_cells: 4063
  area_growth_pct: 81.5
placement:
  gp_congestion: 0.778
  dp_hpwl_um: 17600
  numPortBuffers: 396
yosys:
  ys_cells: 427
  avgSynthCellArea_um2: 12.9
  ys_types: 12
  ys_warn_count: 7
  synthCells: 427
  synth_area_um2: 5520
  ys_ff: 198
  synth_chip_area_um2: 5520
flow_run:
  tool_warnings: 36
  max-cap-violations: 0
clock_tree:
  cts_resized: 0
  hold_buffers: 0
  post_cts_buffers: 0
power_and_ir_drop:
  power_leakage_uw: 0.00411
  powerDensity_nw_per_um2: 19.8
  peakVddDrop_mv: 0.0136
  fin_total_pwr_uw: 198
-- cell usage in the layout, fill, tap and decap left out, drive strengths merged --
| cell | instances |
|---|---|
| inv | 3 |
| and3 | 1 |
| nor2b | 1 |
| mux2 | 196 |
| and2 | 1 |
| nand2b | 1 |
| clkdlybuf4s50 | 396 |
| ha | 4 |
| buf | 5 |
| dlxtn | 198 |
-- where the power goes --
| part | switching [µW] | leakage (µW) | internal (µW) |
|---|---|---|---|
| sequential | 0.837 | 0.00160 | 28.8 |
| clock | 0 | 0 | 0 |
| combinational | 55.3 | 0.00251 | 113 |
| total | 56.2 | 0.00411 | 142 |
-- synthesized netlist by cell type --
| cell | instances | area share [%] |
|---|---|---|
| buf_2 | 7 | 0.64 |
| mux2_2 | 176 | 36 |
| ha_1 | 4 | 0.91 |
| and3_1 | 1 | 0.11 |
| nand2b_1 | 1 | 0.11 |
| dlxtn_1 | 198 | 54 |
| nor2b_1 | 1 | 0.11 |
| buf_4 | 8 | 1.1 |
| buf_6 | 7 | 1.4 |
| inv_1 | 3 | 0.20 |
| mux2_4 | 20 | 5.4 |
| and2_1 | 1 | 0.11 |
-- layer usage --
layer / vias to the layer above / routed length [µm] / track usage, %
met5: - / 12 / 0
met4: 2 / 38 / 0.139
met3: 4 / 2210 / 2.97
met2: 214 / 11000 / 15.2
met1: 2161 / 8700 / 10.6
li1: 2230 / - / -
-- state kept, by name (all words and copies together) (netlist names) --
register           cells
slave_addr_regs       64
slave_req_regs         2
master_ack_regs        2
slave_cmd_regs         2
slave_wdata_regs      64
master_rdata_regs     64
-- stage by stage --
step	cells	area, µm²
5_1_grt	1324	10000
4_1_cts	1324	10000
2_1_floorplan	427	5520
3_5_place_dp	1324	10000
3_3_place_gp	1324	10000
6_report	1324	10000
-- cell type report --
cell class                      instances  share of cell area, %
Inverter                                3                  0.112
Sequential cell                       198                   29.7
Tap cell                              518                   6.48
Timing Repair Buffer                  401                   40.0
Multi-Input combinational cell        204                   23.7
-- kinds of logic after synthesis --
| group | share of synthesized area (%) |
|---|---|
| adder cells (fa/ha/maj) | 0.907 |
| AND/OR/NAND/NOR | 0.454 |
| multiplexers | 41.4 |
| buffers and inverters | 3.36 |
| latches | 53.9 |
No activity file was given, so power comes from the tool's default toggle rates.

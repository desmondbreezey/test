==> flow/design.v <==
module master
(
     input  [31:0]         i_test_addr,
	 input  [31:0]         i_test_wdata,
	 input                 i_test_cmd,
	 input                 i_test_req,
	 input                 i_test_enable,
	 input                 i_test_load,
     input                 clk,
     input                 arst,
	 input                 ack,
     input  [31:0]         rdata,
     output                req,
     output reg            cmd,
     output reg [31:0]     addr,
     output reg [31:0]     wdata
	 );
reg [31:0] addr_reg, wdata_reg;
reg cmd_reg, req_reg, process_req_reg;
assign req = i_test_enable ? process_req_reg : req_reg;
always @(posedge i_test_load) begin
 if (i_test_load) begin
  addr_reg <= i_test_addr;
  wdata_reg <= i_test_wdata;
  cmd_reg <= i_test_cmd;
  req_reg <= i_test_req;
  end
end
always @(posedge clk,posedge arst)
begin
  if (arst) begin
   process_req_reg <= 1'b0;
   cmd <= 1'b0;
   addr <= 0;
   wdata <= 0;
    end
	 else begin
	  if (i_test_enable) begin
	   if (req_reg) begin
	    case (cmd_reg)
		1:  
		   begin
		    addr <= addr_reg;
			wdata <= wdata_reg;
			cmd <= cmd_reg;
		   end
		0:
		   begin
		    addr <= addr_reg;
			cmd <= cmd_reg;
		   end
		default: 
		        begin
		         addr <= 0;
			     wdata <= 0;
			     cmd <= 1'b0;
			     process_req_reg <= 1'b0;
				end
		endcase
		if (ack) begin
		  process_req_reg <= 1'b0; end
		  else begin
		  process_req_reg <= 1'b1; end
	end
end
end
end
endmodule
==> flow/run.sh <==
#!/bin/bash
# OpenROAD 26Q1-2900-gdf79404cd8, Yosys 0.63+post, stock flow scripts
make -C /OpenROAD-flow-scripts/flow DESIGN_CONFIG=/design/flow/config.mk WORK_HOME=/design/flow/orfs finish
==> flow/config.mk <==
export PLATFORM = sky130hd
export DESIGN_NAME = master
export DESIGN_NICKNAME = master
export VERILOG_FILES = /design/flow/design.v
export SDC_FILE = /design/flow/constraint.sdc
export NUM_CORES = 4
export LEC_CHECK = 1
export CORE_UTILIZATION = 30
==> flow/constraint.sdc <==
current_design master

set clk_period 2.3
set clk_io_pct 0.2

create_clock -name clk0 -period $clk_period [get_ports {clk}]
create_clock -name clk1 -period $clk_period [get_ports {i_test_load}]

set non_clock_inputs [all_inputs -no_clocks]
set_input_delay [expr $clk_period * $clk_io_pct] -clock clk0 $non_clock_inputs
set_output_delay [expr $clk_period * $clk_io_pct] -clock clk0 [all_outputs]
==> results.txt <==
Notes on the flow outputs.

- The data required time reported for the critical path is 1.84 ns.
- The final number of setup-violating endpoints is 0.
- The starting utilization of the core area reads 0.314.
- Once synthesis finished, the tally of register bits stood at 132.
- The number of global-route vias before repair is 2262.
- The flow ran to the end, and the final reports show no timing, DRC or antenna violations.
- The global-route wire length before repair is 11700 microns.
- The worst hold path cell count reads 1.
- The boundary pin count reads 169.
- The type of the tightest min-delay check is reg -> reg.
- The commonest cells after synthesis are dfrtp_1, dfxtp_1, mux2_2.
- The clock slew seen by the registers of the worst setup and hold paths is 0.06 ns.
- The clock sink count reads 132.
- For reference, the top cells by area after synthesis are dfrtp_1, dfxtp_1, mux2_2.
- The final timing report lists clock skew as 0 ns.
- The total half-perimeter wirelength after legalization and detailed placement is 4530 microns.
- The script reports the combined buffer and inverter count of the critical path as 2.
- Walking the worst path, the cells encountered are clkdlybuf4s50_1 -> mux2_2 -> clkdlybuf4s50_1.
- Yosys mapped a number of flops with a built-in enable equal to 0.
- The maximum number of pins on one net before global-route repair is 67.
- Of the cells placed in the final design, the portion with a size suffix greater than 1 is 0.278.
- The warning total across the stage logs is 58.
- The core region is 12200 sq um.
- The largest fanout on the critical path is 2.
- The netlist area before placement reads 3830 sq um.
- The mean instance size in the synthesized netlist reads 18.3 sq um.
- The post-detailed-routing wire length is 7260 microns.
- Setup repair after global routing left no endpoint under its margin.
- The number of setup buffers added after CTS reads 0.
- The power per unit of standard cell area is 1040 nW/um^2.
- Including well taps, the total number of placed cells is 510.
- The most repeated library cell on the critical path reads clkdlybuf4s50_1.
- The count of unresolved DRC violations after routing is 0.
- The initial antenna violation count came to 0.
- The startpoint-to-endpoint class of the critical path reads in -> out.
- The nature of the critical path endpoint is an output port.
- The count of synthesis-stage warnings from yosys is 1.
- Per the layout report, the design carries 1088 filler cells.
- The number of failing hold endpoints at the final stage is 0.
- The floorplan has 40 rows.
- The endpoint arrival time on the critical path is 1.72 ns.
- The finished layout holds 542 standard cells, fillers aside.
- The total of cells resized after clock tree synthesis is 0.
- The distinct cell type count of the synthesized netlist reads 10.
- The overall power is 6.28 mW.
- For this block, the initial DRC count from the detailed router was 63.
- The cell class contributing the biggest share of worst-path delay is buffers and inverters.
- Looking at the max-slew report, the worst-margin pin has a slew of 0.366 ns.
- Measured in cells, the most critical reg-to-reg path has a length of 3.
- The post-route worst hold slack is 0.463 ns.
- RePlAce ended its routability-driven mode at a weighted congestion of 0.707.
- The leakage dissipation is 2.53 nW.
- The die extent in y is 115 microns.
- In the final report, the number of pins over their slew limit comes to 0.
- The tally of nets with antenna violations remaining after routing is 0.
- After synthesis, the design contains 209 cells according to Yosys.
- The share of the synthesized area in the top cell type reads 0.431.
- The cell type with the highest aggregate area in the netlist reads dfrtp_1.
- The peak supply drop reads 0.531 mV.
- The total grt overflow reads 0.
- The first-pass detailed-route iteration total reads 3.
- The average detailed-routed wire length per instance reads 13.4 microns.
- The tightest slew margin relative to the limit is 0.756.
- The chip area line of the yosys report is 3830 sq um.
- The timing report shows that the slowest cell on the worst path is clkdlybuf4s50_1.
- Among all flip-flop cells after synthesis, the most frequent one is dfxtp_1.
- The global routing report lists combined usage of all routing layers as 0.123.
- The hold-fix buffer count after cts is 0.
- According to the floorplan report, the total die area is 13200 sq um.
- The setup TNS after final layout is 0 ns.
- The detailed-route via count reads 2172.
- OpenSTA, run right after detailed placement, puts the worst setup slack at 0.113 ns.
- The largest single stage delay on the critical path is 0.49 ns.
- The via density per instance is 4.01.
- The clock tree from TritonCTS is yes.
- Synthesis produced a netlist whose cell count is 209.
- The minimum setup slack in the final design is 0.118 ns.
- The max-capacitance violation count is 0.
- The floorplan step set the die width to 115 microns.
- The share of the Yosys chip area taken by registers is 0.776.
- The fraction of registers with async set or reset after synthesis is 0.500.
- The worst setup path is launched from an input port.
- The logic depth of the worst setup path including buffers reads 3.
- Compared with the post-synthesis result, the final layout area differs by 57.5%.
- The number of antenna diodes in the final layout is 0.
- The count of buffers inserted at the top-level ports reads 135.
layout make-up:
| class | count | area, sq um | share of cell area |
|---|---|---|---|
| clock buffers | 27 | 564 | 0.0935 |
| clock inverters | 5 | 77.6 | 0.0129 |
| inverters | 2 | 7.51 | 0.00124 |
| multi-input cells | 69 | 783 | 0.130 |
| flip-flops and latches | 132 | 2970 | 0.493 |
| well taps | 168 | 210 | 0.0348 |
| repair buffers | 139 | 1420 | 0.235 |
layout by cell type, fill, tap and decap left out:
cell type,instances
a21bo_2,1
buf_12,3
buf_4,1
bufinv_16,2
clkbuf_1,1
clkbuf_16,18
clkbuf_8,8
clkdlybuf4s50_1,135
clkinv_2,2
clkinvlp_4,1
dfrtp_1,66
dfxtp_1,66
inv_1,1
inv_2,1
mux2_2,63
mux2_4,2
mux2i_1,1
nand2_2,1
nand3_4,1
per-layer routing:
layer,vias up,share of wire,track usage
li1,1017,-,-
met2,93,0.43,0.165
met4,0,0.033,0.0338
met1,1043,0.42,0.169
met5,-,0,0
met3,19,0.12,0.0761
power by group:
group	internal [mW]	switching, mW	total, mW
clock	1.91	0.994	2.90
combinational	0.578	0.131	0.709
sequential	2.56	0.107	2.67
through the flow:
step | util | cell area (sq um)
after global routing | 0.494 | 6030
after floorplan | - | 3830
after global placement | 0.442 | 5390
after CTS | 0.494 | 6030
after detailed placement | 0.442 | 5390
final | 0.494 | 6030
kinds of logic after synthesis:
| logic type | count (synthesis) | share of synthesized area |
|---|---|---|
| DFF | 132 | 0.776 |
| muxes | 66 | 0.196 |
| buffers and inverters | 8 | 0.0196 |
| and+or+nand+nor | 2 | 0.00621 |
| AOI/OAI and AO/OA | 1 | 0.00261 |
worst register-to-register path: cells and delay by family (launching register included):
kind	cells	cell delay, ns
simple gates	1	0.21
buf+inv	1	0.24
mux	1	0.29
flops	1	0.39
path summary, 6_finish.rpt:
| check | from | to | slack (ns) |
|---|---|---|---|
| worst max-delay path | i_test_enable | req | 0.12 |
| worst min-delay path | wdata_reg[27] | wdata[27] | 0.46 |
| worst max register to register | req_reg | wdata[21] | 1.05 |
| worst min register to register | wdata_reg[27] | wdata[27] | 0.46 |
| max in group asynchronous | arst | wdata[3] | 1.48 |
| max in group clk1 | i_test_addr[17] | addr_reg[17] | 1.64 |
| min in group asynchronous | arst | addr[18] | 0.54 |
| min in group clk1 | i_test_wdata[26] | wdata_reg[26] | 0.57 |
Power is estimated from default activity; no workload was simulated.

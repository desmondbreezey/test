**./design.v**
```verilog
module slave(
input clk,
input arst,
input cmd,
input req,
input  [31:0] addr,
input  [31:0] wdata,
output  ack,
output [31:0] rdata);
reg [31:0] data_regs [0:100];
reg        cmd_reg;
reg [31:0] addr_reg;
reg        ack_reg;
reg [31:0] rdata_reg;
always @(posedge clk,posedge arst) 
begin
 if (arst) begin 
  rdata_reg = 0; end
   else begin
    if (req == 1'b1) begin
	 if (cmd == 1'b1) begin 
	  data_regs[addr] <= wdata;
	  addr_reg <= addr;
	  cmd_reg <= cmd;
	   end
	  else begin 
	   rdata_reg <= data_regs[addr]; end
	   ack_reg <= 1'b1;
	 end
	 else begin
	 ack_reg <= 1'b0;
      end
	end
end
assign ack = ack_reg;
assign rdata = rdata_reg;
endmodule
```
**./run.sh**
```bash
#!/bin/bash
# OpenROAD 26Q1-2900-gdf79404cd8, Yosys 0.63+post, stock flow scripts
make -C /OpenROAD-flow-scripts/flow DESIGN_CONFIG=/design/flow/config.mk WORK_HOME=/design/flow/orfs finish
```
**./config.mk**
```make
export PLATFORM = sky130hd
export DESIGN_NAME = slave
export DESIGN_NICKNAME = slave
export VERILOG_FILES = /design/flow/design.v
export SDC_FILE = /design/flow/constraint.sdc
export NUM_CORES = 4
export LEC_CHECK = 1
export CORE_UTILIZATION = 30
```
**./constraint.sdc**
```tcl
current_design slave

set clk_period 2.3
set clk_io_pct 0.2

create_clock -name clk0 -period $clk_period [get_ports {clk}]

set non_clock_inputs [all_inputs -no_clocks]
set_input_delay [expr $clk_period * $clk_io_pct] -clock clk0 $non_clock_inputs
set_output_delay [expr $clk_period * $clk_io_pct] -clock clk0 [all_outputs]
```
==> results_slide.txt <==
Key Metrics from the Run

Status
  – Status: finished with violations
  – Failing checks: hold timing, setup timing

Global routing
  – Initial antenna violation count: 105
  – GRT Total Usage: 45.39%
  – Gr ovfl total: 0
  – Pin count of the biggest net entering global routing: 102
  – Vias in the first global route: 90450
  – First-pass GRT wire length: roughly 1000000 um

Logic synthesis
  – Avg Inst Size Synth: 17.99 um^2
  – Yosys top cell by area: edfxtp_1
  – Flip-flops with a built-in enable: 3233
  – Post-synth top cells: edfxtp_1 (3233), a22oi_1 (1130), clkbuf_1 (273), nand2_1 (223), nor3_1 (156)
  – Yosys chip area: 119800 um^2
  – Synth Instances: 6662
  – Ys Warns: 2
  – Async SR Flop Fraction: less than 1%
  – Top cell type by instance count after synthesis: edfxtp_1
  – Compound Share, Synth: 11.24%
  – Synthesized area: around 120000 um^2
  – Synth cell types: between 70 and 80
  – Synth mux share: less than 1%
  – XOR-XNOR Cells, Area Fraction: less than 1%
  – Yosys adder share: 0%
  – Seq share, synth: 81.69%
  – Top cell area share: between 80% and 90%
  – Yosys reg bits: 3265
  – Yosys stat cell total: 6662
  – Logic family by area: AND-OR/OR-AND gates
  – Ys flop type: edfxtp_1
  – Top area cell types: edfxtp_1 (81%), a22oi_1 (7.1%), a22o_1 (1.0%)
  – Simple Share, Synth: 5.060%

Clock tree
  – Clock buffer depth: 4
  – Number of CTS-inserted buffers: 360
  – TritonCTS clock tree: built
  – CTS Root Cell: clkbuf_16
  – Insertion Delay late pin: around 1000 ps
  – Htree depth: 5
  – Clk sinks: 3265
  – Reg clk slew, reported paths: 60 ps

Drt
  – Final antenna-violating net count: 0
  – DRC Markers: 0
  – DRT iter0 DRCs: 8912
  – Via count: 90450
  – WL/cell: 57.96 um
  – Via density: approximately 6.2
  – Final wirelength: 847000 um
  – TritonRoute pass-1 iters: 6

Power
  – Comb pwr share: 5.9%
  – Seq pwr share: 50.1%
  – PD cells: 782.2 nW/um^2
  – Sw Share: 23.55%
  – Static Leakage: 0.05817 uW
  – Net Switching: 31120 uW
  – Internal power: 101000 uW
  – Total power: 132100 uW
  – Clock network fraction of total power: 44.0%
  – Max IR drop VDD: 0.0006228 V

Critical path
  – Worst Setup Start Kind: flip-flop
  – Critical Path RT: 3180 ps
  – CP endpoint kind: flip-flop
  – Worst Path Arrival: 4490 ps
  – WS Path Type: reg -> reg
  – CP Max Fanout: 1

Timing
  – Fin. max-slew vios: 0
  – Worst clock skew: 97.24 ps
  – Fin crit share: 156.9%
  – Fin crit period: 3609 ps
  – Setup tns final: -21200 ps
  – Fin worst setup slack: -1309 ps
  – Hold Slack: -24.98 ps
  – Final Hold Violating Endpoints: 5
  – Endpoints failing setup: between 80 and 90
  – Max frequency: 277.1 MHz
  – RSZ-0062 raised after global routing: true
  – Max-slew headroom: a little under 8%
  – Worst-Margin Slew: 1382 ps

Place
  – Detailed Place HPWL: 609500 um
  – Placer congestion estimate: 1.109
  – Dpl ws: -2582 ps
  – Port buffer count: 75

Floorplanning
  – Die height: ~630 um
  – Die Span X: about 630 um
  – Core ar.: 396800 um^2
  – I/O pins: 101
  – Initial Utilization: 30.19%
  – Row count: 231
  – Die Size: 401900 um^2

Final layout
  – P&R area growth vs syn: 40.99%
  – Share of cells above drive strength 1: 36.73%
  – Largest register FFs: 3232
  – Final Core Density: between 40% and 50%

Job
  – Tool warnings: 82
  – Max_cap viols: 0

Min path
  – Worst min-delay path class: in -> reg
metrics by stage:
step / std cells / area, um^2
after floorplan: 6662 / 121300
after global placement: 13690 / 152400
after detailed placement: 13690 / 152400
after CTS: 14480 / 167600
after global routing: 14540 / 168700
final: 14620 / 168900
final cells by class:
cell class	instances	area, um^2
Clock buffer	466	9539
Inverter	5	22.52
Sequential cell	3265	97930
Timing Repair Buffer	2391	28190
Fill cell	34380	227900
Multi-Input combinational cell	2958	24420
Antenna cell	103	257.7
Clock inverter	185	2012
Tap cell	5242	6559
layer usage:
layer  routed length (um)  part of all wire [%]  GRT usage (%)
met5                 8116                  0.96          15.14
met4                76220                   9.0          32.38
met3               182900                    22          43.73
met2               337800                    40          56.49
met1               242000                    29          44.39
power by group through the flow:
stage / clock network, uW / registers [uW] / logic, uW
4_1_cts: 58100 / 66100 / 7440
5_1_grt: 60300 / 66100 / 7760
6_report: 58200 / 66100 / 7810
what timing repair did:
item                       CTS  global route
hold endpoints to repair   250             0
resized                    536           179
gates cloned                 3             0
setup buffers              132            66
setup endpoints to repair  166            49
pin swaps                  123           113
hold buffers                17             0
worst paths after layout:
kind                              startpoint  cells after the start                end  slack, ps
max                        data_regs[40][27]                      8      rdata_reg[27]      -1310
min                                wdata[24]                      2  data_regs[60][24]        -20
max reg2reg                data_regs[40][27]                      8      rdata_reg[27]      -1310
min reg2reg                     rdata_reg[1]                      2       rdata_reg[1]        500
max in group asynchronous               arst                      4      rdata_reg[17]        890
min in group asynchronous               arst                      4      rdata_reg[20]        380
worst max-delay path, cell delays in order (launching register included):
cell,delay [ps]
edfxtp_1,390
a22o_4,300
a222oi_1,1060
o211ai_1,470
or4_4,670
nor3_4,180
buf_6,160
nand3_4,110
a22o_1,190
cells in the final DEF (no fill, tap or decap), drive strengths merged, types with 7 or more instances in the layout:
cell type,netlist,routed
diode,0,103
clkbuf,273,467
clkinvlp,0,9
o221ai,9,9
o22ai,81,81
nor3,156,156
or3,7,7
buf,161,2341
nand3b,11,11
mux2,13,13
nor4,81,81
a31oi,14,14
a21oi,61,61
and3,147,147
a22oi,1130,1130
o211ai,23,23
mux2i,41,41
a2bb2oi,7,7
dlygate4sd3,0,17
or4,27,27
a2111oi,58,58
clkinv,0,138
o22a,9,9
nor2,149,149
a32oi,16,16
bufinv,0,30
nand2,223,223
nor2b,11,11
o21ai,55,55
dlygate4sd2,0,21
nand3,115,115
nand4,141,141
dfrtp,32,32
a22o,143,143
a221oi,62,62
edfxtp,3233,3233
inv,5,13
a222oi,62,62
cell families (layout without fill, tap and decap cells):
group,Yosys count,in the layout
compound gates,1769,1769
xor+xnor,3,3
buf+inv,439,3047
flops,3265,3265
mux,54,54
other cells,0,103
simple gates,1132,1132
Power and IR drop assume default switching activity.
